<file path="flow/run.sh">
#!/bin/bash
# OpenROAD 26Q1-2900-gdf79404cd8, Yosys 0.63+post, stock flow scripts
make -C /OpenROAD-flow-scripts/flow DESIGN_CONFIG=/design/flow/config.mk WORK_HOME=/design/flow/orfs finish
</file>
<file path="flow/config.mk">
export PLATFORM = sky130hd
export DESIGN_NAME = packer
export DESIGN_NICKNAME = packer
export VERILOG_FILES = /design/flow/design.v
export SDC_FILE = /design/flow/constraint.sdc
export NUM_CORES = 4
export LEC_CHECK = 1
export CORE_AREA = 10 10 280 280
export DIE_AREA = 0 0 290 290
</file>
<file path="flow/constraint.sdc">
current_design packer

set clk_period 34.4
set clk_io_pct 0.2

create_clock -name clk0 -period $clk_period [get_ports {aclk}]

set non_clock_inputs [all_inputs -no_clocks]
set_input_delay [expr $clk_period * $clk_io_pct] -clock clk0 $non_clock_inputs
set_output_delay [expr $clk_period * $clk_io_pct] -clock clk0 [all_outputs]
</file>
<file path="flow/design.v">
module packer(
input           aclk,
input           aresetn,
input [191:0]   rgb_in,
input           eol,
output          in_stream_ready,
input           valid,
input           sof, 
output [255:0]  out_stream_tdata,
output [31:0]   out_stream_tkeep,
output          out_stream_tlast,
input           out_stream_tready,
output          out_stream_tvalid,
output [0:0]    out_stream_tuser );
reg [1:0]       state_reg = 2'b0;
wire [1:0]      state = sof ? 2'b00 : state_reg;
wire            state0 = (state == 2'b0);
reg             sof_reg;
reg [191:0]     prev_rgb;
reg [255:0]     tdata;
reg             tvalid;
reg             ready;
always @(posedge aclk)begin
    if(aresetn) begin
        if (valid) begin
            if (state0 | out_stream_tready) begin
                if (eol) begin
                    state_reg <= 2'b0;
                end
                else begin
                    state_reg <= state + 2'b1;
                end
            end
            if (sof) begin
                sof_reg <= 1'b1;
            end
            else if (valid & out_stream_tready) begin
                sof_reg <= 1'b0;
            end
            prev_rgb <= rgb_in;
        end
    end
    else begin
        state_reg <= 2'b0;
        sof_reg <= 1'b0;
    end
end
integer i;
always @* begin
    case ({state})
        2'b00 : 
            begin 
                tdata = 256'bx;
                tvalid = 1'b0;
                ready = 1'b1;
            end
        2'b01 :
            begin 
                tdata = {
                    rgb_in[63:56], rgb_in[71:64],
                    rgb_in[31:24], rgb_in[39:32], rgb_in[47:40],
                    rgb_in[ 7: 0], rgb_in[15: 8], rgb_in[23:16],
                    prev_rgb[175:168], prev_rgb[183:176], prev_rgb[191:184],
                    prev_rgb[151:144], prev_rgb[159:152], prev_rgb[167:160],
                    prev_rgb[127:120], prev_rgb[135:128], prev_rgb[143:136],
                    prev_rgb[103: 96], prev_rgb[111:104], prev_rgb[119:112],
                    prev_rgb[ 79: 72], prev_rgb[ 87: 80], prev_rgb[ 95: 88],
                    prev_rgb[ 55: 48], prev_rgb[ 63: 56], prev_rgb[ 71: 64],
                    prev_rgb[ 31: 24], prev_rgb[ 39: 32], prev_rgb[ 47: 40],
                    prev_rgb[  7:  0], prev_rgb[ 15:  8], prev_rgb[ 23: 16]
                };
                tvalid = valid;
                ready = out_stream_tready;
            end
        2'b10 : 
            begin 
                tdata = {
                    rgb_in[143:136],
                    rgb_in[103: 96], rgb_in[111:104], rgb_in[119:112],
                    rgb_in[ 79: 72], rgb_in[ 87: 80], rgb_in[ 95: 88],
                    rgb_in[ 55: 48], rgb_in[ 63: 56], rgb_in[ 71: 64],
                    rgb_in[ 31: 24], rgb_in[ 39: 32], rgb_in[ 47: 40],
                    rgb_in[  7:  0], rgb_in[ 15:  8], rgb_in[ 23: 16],          
                    prev_rgb[175:168], prev_rgb[183:176], prev_rgb[191:184],
                    prev_rgb[151:144], prev_rgb[159:152], prev_rgb[167:160],
                    prev_rgb[127:120], prev_rgb[135:128], prev_rgb[143:136],
                    prev_rgb[103: 96], prev_rgb[111:104], prev_rgb[119:112],
                    prev_rgb[ 79: 72], prev_rgb[ 87: 80], prev_rgb[ 95: 88],                           
                    prev_rgb[55:48]
                };
                tvalid = valid;
                ready = out_stream_tready;
            end
        2'b11 : 
            begin 
                tdata = {
                    rgb_in[175:168], rgb_in[183:176], rgb_in[191:184],
                    rgb_in[151:144], rgb_in[159:152], rgb_in[167:160],
                    rgb_in[127:120], rgb_in[135:128], rgb_in[143:136],
                    rgb_in[103: 96], rgb_in[111:104], rgb_in[119:112],
                    rgb_in[ 79: 72], rgb_in[ 87: 80], rgb_in[ 95: 88],
                    rgb_in[ 55: 48], rgb_in[ 63: 56], rgb_in[ 71: 64],
                    rgb_in[ 31: 24], rgb_in[ 39: 32], rgb_in[ 47: 40],
                    rgb_in[  7:  0], rgb_in[ 15:  8], rgb_in[ 23: 16],          
                    prev_rgb[175:168], prev_rgb[183:176], prev_rgb[191:184],                
                    prev_rgb[151:144], prev_rgb[159:152], prev_rgb[167:160],
                    prev_rgb[127:120], prev_rgb[135:128]      
                };
                tvalid = valid;
                ready = out_stream_tready;
            end
        default : 
            begin 
                tdata = 256'bx;
                tvalid = 1'b0;
                ready = 1'b1;
            end
    endcase
end
assign in_stream_ready = ready;
assign out_stream_tlast = eol;  
assign out_stream_tuser = sof_reg;
assign out_stream_tkeep = 8'hffffffff;  
assign out_stream_tdata = tdata;
assign out_stream_tvalid = tvalid;
endmodule
</file>
==> flow_summary.json <==
{
  "reg2reg_depth": 4,
  "powerDensity_nw_per_um2": 36.41,
  "chip_area_um2": 84100,
  "worstPathCellList": "clkdlybuf4s50_1 > nand2b_4 > buf_4 > buf_4 > nand2_1 > o21ai_0 > clkdlybuf4s50_1",
  "clock_path_buffers": 2,
  "vias": 9508,
  "syn_to_final_growth_pct": 51.30,
  "pwr-share-comb_pct": 19.3,
  "clk_latency_ns": 0.48,
  "status": "complete, no violations",
  "ys_types": 21,
  "place_hpwl_mm": 30.40,
  "yosysWarnings": 2,
  "power_frac_seq_pct": 45.4,
  "initial_core_util_pct": 15.99,
  "first_iter_violations": 518,
  "warnings": 27,
  "r2r-end": "state_reg[0]$_SDFFE_PN0P_",
  "max_freq_ghz": 0.05886,
  "switching_power_uw": 157.1,
  "synth.area.top_cells": "edfxtp_1, mux2i_1, o21ai_0",
  "grt_max_degree": 198,
  "overflow": 0,
  "port_buffers": 457,
  "worstSetupPathType": "in2out",
  "crit_path_top_delay_cell": "buf_4",
  "grt_first_pass_wirelength_mm": 60.50,
  "worstPathMaxFanout": 94,
  "max-cap-violations": 0,
  "leakagePower_uw": 0.006213,
  "cts_buffers": 17,
  "hp-start": "state_reg[1]$_SDFFE_PN0P_",
  "ys_area_um2": 11490,
  "fp.coreArea_um2": 71850,
  "worst_slew_pin_slew_ns": 0.8846,
  "crit_buf_inv": 4,
  "crit_path_max_incr_delay_ns": 0.69,
  "tritoncts": "done",
  "critPathTopFamily": "buffers and inverters",
  "hold_viol": 0,
  "cts_hold_buf": 0,
  "yosysSeqAreaShare_pct": 50.70,
  "cts_resized": 0,
  "grtUsageTotal_pct": 9.243,
  "htreeDepth": 4,
  "top_area_share_pct": 50.17,
  "min_period_ns": 16.99,
  "synth-seq-cells": 195,
  "rr_startpoint": "state_reg[0]$_SDFFE_PN0P_",
  "drt_pass1_iterations": 5,
  "io_pins": 490,
  "routed_via_density": 3.856,
  "rsz0062_at_grt": "no",
  "peakVddDrop_uv": 28.07,
  "post_cts.repair.setup_buffers": 0,
  "place_congestion": 0.8785,
  "synth.avg_cell_area_um2": 10.43,
  "fillers": 7590,
  "setup-tns-final_ns": 0,
  "antenna_found_initial": 1,
  "syn-cell-area_um2": 11490,
  "r2r_slack_ns": 32.25,
  "finalMaxSlewViolations": 0,
  "p_total_uw": 633.1,
  "final_antenna_net_count": 0,
  "cts_root_buf": "clkbuf_16",
  "drive_above_1_share_pct": 3.102,
  "rows": 98,
  "synth_stat.cells": 1102,
  "routed_wl_mm": 39.63,
  "whs_path_depth": 2,
  "netlist_instances": 1102,
  "cp.required_ns": 27.52,
  "wl_per_cell_um": 16.07,
  "path_depth": 7,
  "finalClockSkew_ns": 0.004546,
  "crit_path_end_kind": "primary output",
  "cts.sink_count": 195,
  "slew-limit-headroom_pct": 41.03,
  "setup_viol": 0,
  "finalCritPeriodShare_pct": 49.39,
  "die_h_um": 290,
  "min_path_type": "reg2reg",
  "fp.dieW_um": 290,
  "hold_path_end": "state_reg[1]$_SDFFE_PN0P_",
  "top_area_cell": "edfxtp_1",
  "p_int_uw": 475.9,
  "p_clk_share_pct": 35.3,
  "grt_pass1_vias": 9707,
  "critPathLaunchType": "input port",
  "swShare_pct": 24.82,
  "drcViolationCount": 0,
  "crit_arrival_ns": 10.11,
  "clk_pin_slew_ns": 0.07,
  "largest_register_ff_count": 192
}
[layout make-up]
cell class | instances | area, µm² | area share, %
sequential | 195 | 5829 | 33.53
multi-input combinational | 818 | 5051 | 29.05
timing repair buffer | 470 | 4684 | 26.94
tap | 950 | 1189 | 6.837
clock buffer | 18 | 429.2 | 2.469
clock inverter | 14 | 200.2 | 1.151
antenna | 1 | 2.502 | 0.01439
[worst max path at each step]
stage | start | to
6_report | sof | out_stream_tdata[35]
4_1_cts | sof | out_stream_tdata[35]
5_1_grt | sof | out_stream_tdata[28]
[cells in the final DEF (no fill, tap or decap), types with 2 or more instances in the layout]
master,instances
a21boi_0,2
buf_4,12
bufinv_16,4
clkbuf_16,17
clkdlybuf4s50_1,457
clkinvlp_4,4
conb_1,32
dfxtp_1,2
edfxtp_1,192
inv_6,3
mux2i_1,256
nand2_1,259
nor2b_1,3
o21ai_0,213
o21ai_1,44
o311ai_0,2
[per-layer routing]
metal / share of wire, % / global-route usage, %
met5: 0 / 0
met4: 2.7 / 2.270
met3: 8.5 / 3.741
met2: 47 / 15.22
met1: 42 / 11.18
[kinds of logic after synthesis]
logic type | count (synthesis) | share of synthesized area [%]
compound gates | 262 | 11.54
fa+ha+maj | 1 | 0.1089
buf+inv | 119 | 6.413
flops | 195 | 50.70
mux | 256 | 22.30
other cells | 2 | 0.06536
simple gates | 267 | 8.874
[synth_stat cells]
cell,instances
nand2_1,259
mux2i_1,256
o21ai_0,213
edfxtp_1,192
buf_2,46
o21ai_1,44
buf_4,35
clkbuf_1,25
buf_6,12
dfxtp_1,3
nor2b_1,3
a21boi_0,2
conb_1,2
nand2b_1,2
o311ai_0,2
a22oi_1,1
and2_1,1
buf_8,1
ha_1,1
nor2_1,1
or2_2,1
[metrics by stage]
stage | hold WS (ns) | cells | util [%] | worst slack [ns] | cell area (µm²)
floorplan | 0.4574 | 1132 | - | 19.52 | 11600
global placement | 0.5066 | 2433 | 23.32 | 17.56 | 16750
detailed placement | 0.5167 | 2433 | 23.32 | 17.43 | 16750
CTS | 0.5284 | 2465 | 24.19 | 17.42 | 17380
global route | 0.5608 | 2466 | 24.20 | 17.07 | 17390
finish | 0.5266 | 2466 | 24.20 | 17.41 | 17390
[power by group through the flow]
stage / Sequential [µW] / Clock, µW / Combinational (µW)
4_1_cts: 287 / 236 / 125
6_report: 287 / 224 / 122
5_1_grt: 289 / 245 / 135
[tightest hold or removal path, delay by kind of cell (launching register included)]
family / cells / cell delay (ns)
AND-OR/OR-AND: 1 / 0.07
AND/OR/NAND/NOR: 1 / 0.06
flip-flops: 1 / 0.35
Power is estimated from default activity; no workload was simulated.
