==> design.v <==
module fp_round (
    input logic sign_in,
    input logic [6:0] exponent_in,
    input logic [16:0] mantissa_in,  
    output logic [17:0] val_out
);
logic [6:0] precision_bits;
logic reduced_precision;
always_comb begin
    precision_bits = mantissa_in[6:0];
    reduced_precision = |precision_bits[5:0];
    if (precision_bits[6] && !reduced_precision) begin
        val_out = (mantissa_in[7]) ?
            {sign_in,exponent_in,mantissa_in[16:7]} + 18'b1 :
            {sign_in,exponent_in,mantissa_in[16:7]};
    end
    else if (precision_bits[6] && reduced_precision) begin
        val_out = {sign_in,exponent_in,mantissa_in[16:7]} + 18'b1;
    end
    else begin
        val_out = {sign_in,exponent_in,mantissa_in[16:7]};
    end
end
endmodule
==> run.sh <==
#!/bin/bash
# OpenROAD 26Q1-2900-gdf79404cd8, Yosys 0.63+post, stock flow scripts
make -C /OpenROAD-flow-scripts/flow DESIGN_CONFIG=/design/flow/config.mk WORK_HOME=/design/flow/orfs finish
==> config.mk <==
export PLATFORM = sky130hd
export DESIGN_NAME = fp_round
export DESIGN_NICKNAME = fp_round
export VERILOG_FILES = /design/flow/design.v
export SDC_FILE = /design/flow/constraint.sdc
export NUM_CORES = 4
export LEC_CHECK = 1
export CORE_AREA = 10 10 70 70
export DIE_AREA = 0 0 80 80
==> constraint.sdc <==
current_design fp_round

set clk_period 3.9
set clk_io_pct 0.2

create_clock -name clk0 -period $clk_period

set non_clock_inputs [all_inputs -no_clocks]
set_input_delay [expr $clk_period * $clk_io_pct] -clock clk0 $non_clock_inputs
set_output_delay [expr $clk_period * $clk_io_pct] -clock clk0 [all_outputs]
==> CHANGELOG.md <==
### Changed

- Status: complete, no violations
- I/O pin total: about 43
- Crit path launch type: input pin
- Vias in the first global route: 572
- Drt first pass iters: 4
- Setup tns final: 0 ns
- Worst endpoint required time: 3.12 ns
- DR DRC count: 0
- Placement Rows: 21
- Die X: 80 um
- # clk buffers: 0
- CP Class: in2out
- Cycle use final: 94.50%
- Area Overhead vs Synth: 127.7%
- Max-slew violations: 0
- Tool warnings: 32
- Hpwl dp: approximately 1600 um
- Hold Violations, Final: 0
- IO Port Bufs: roughly 43
- Overall power: approximately 70 uW
- Post-CTS Setup Inserts: 0
- PD cells: between 80 and 90 mW/mm^2
- Slew @ Worst Pin: 0.3960 ns
- First-pass GRT wire length: 2697 um
- Yosys stat cell total: 55
- # Max-Cap Violations: 0
- Final setup fails: 0
- Core area: between 0.003 and 0.004 mm^2
- Fmax: ~270 MHz
- GPL Wtd Cong: 0.7822
- Synth Instances: 55
- Registers: 0
- Mean routed wirelength per cell: 11.99 um
- Worst min-delay path class: in2out
- Distinct cells, synth: 24
- 1st-iter DRT viols: 9
- Routed WL: ~1700 um
- Arr. time, crit path: 2.91 ns
- Total area of sequential cells: 0 um^2
- Peak VDD IR: approximately 33 uV
- Initial antenna violation count: 0
- Share of cells above drive strength 1: under 10%
- Seq share, synth: 0%
- LEAKAGE: 0.0003184 uW
- CP endpoint kind: output port
- Fillers: 392
- Worst slew margin: 73.48%
- Most frequent cells in the layout: 43 x clkdlybuf4s50_1, 10 x xnor2_1, 8 x nand2_1, 6 x xor2_1, 4 x nor2_1
- Initial Util: 11.36%
- WHS: 2.504 ns
- Post_cts resized: 0
- Top cell excl fill/tap: clkdlybuf4s50_1
- Post-DRT Antenna Nets: 0
- Syn_area_per_cell: 7.052 um^2
- Hold_buf cts: 0
- Pin count of the biggest net entering global routing: 8
- Antenna Cells: 0
- Layout Utilization: 25.86%
- Min Tclk post-route: 3.685 ns
- Post-Syn Area: 387.9 um^2
- Die height: 80 um
- GRT Total Usage: 5.103%
- Area reported by Yosys stat: approximately 390 um^2
- Chip Area: 0.006400 mm^2
- Via-to-Cell Ratio: 3.614
- Overflow after GRT: 0
- Yosys warns: 1
- Via count: 524
- Unrepaired setup endpoints after global routing: no
- Worst Path Max Fanout: 4
-- per-stage QoR --
stage,instance area (um^2),worst slack [ns],std cells
4_1_cts,883.3,0.1926,145
5_1_grt,883.3,0.01727,145
6_report,883.3,0.2145,145
2_1_floorplan,387.9,1.242,55
3_3_place_gp,883.3,0.2088,145
3_5_place_dp,883.3,0.1981,145
-- critical path: stages --
cell and delay [ns]:
clkdlybuf4s50_1 0.53, and3_1 0.23, nand4_1 0.17, or4b_1 0.55, xnor2_1 0.16, clkdlybuf4s50_1 0.48
-- path summary, 6_finish.rpt --
check | from | slack [ns] | depth (start not counted) | end
max | mantissa_in[15] | 0.21 | 6 | val_out[17]
min | sign_in | 2.50 | 3 | val_out[17]
-- power breakdown --
part / leakage [uW] / switching [uW] / total [uW] / internal [uW]
combinational: 0.000318 / 21.6 / 71.2 / 49.6
clock: 0 / 0 / 0 / 0
sequential: 0 / 0 / 0 / 0
-- cells by family after synthesis --
kind of cell | Yosys count | share of synthesized area, %
compound gates | 5 | 8.706
simple gates | 29 | 46.13
fa+ha+maj | 1 | 3.225
xor+xnor | 16 | 36.13
mux | 1 | 2.903
buf+inv | 3 | 2.903
-- Yosys cell counts (all sizes together) --
| cell type | n | area share [%] |
|---|---|---|
| and3 | 2 | 3.2 |
| and4 | 2 | 4.8 |
| ha | 1 | 3.2 |
| inv | 3 | 2.9 |
| mux2 | 1 | 2.9 |
| nand2 | 8 | 7.7 |
| nand3 | 2 | 3.9 |
| nand4 | 4 | 8.1 |
| nor2 | 4 | 3.9 |
| nor3 | 3 | 6.8 |
| nor4 | 1 | 1.6 |
| o211ai | 2 | 3.9 |
| o21ai | 2 | 2.6 |
| o311ai | 1 | 2.3 |
| or3 | 1 | 1.6 |
| or4 | 1 | 1.9 |
| or4b | 1 | 2.6 |
| xnor2 | 10 | 23 |
| xor2 | 6 | 14 |
-- area by class of cell --
class	count	area, um^2	area share (%)
Multi-Input combinational cell	52	376.6	42.63
Inverter	3	11.26	1.275
Timing Repair Buffer	44	437.9	49.58
Tap cell	46	57.56	6.516
-- metal layers --
| layer | global-route usage, % | share of wire (%) |
|---|---|---|
| met5 | 0 | 0 |
| met4 | 0 | 0 |
| met3 | 2.273 | 12 |
| met1 | 5.867 | 42 |
| met2 | 8.989 | 46 |
Power is estimated from default activity; no workload was simulated.
